==> design.v <==
module Counter_and_Visual(
    clk,
	 clk_100Hz,
    res,
    inc,
    inc2,
    sel,         
    SEG0,
    SEG1,
    SEG2,
    SEG3,
    SEG4,
    SEG5
);
input wire clk;
input wire clk_100Hz;
input wire res;
input wire inc;
input wire inc2;
input wire sel;            
output wire [6:0] SEG0;
output wire [6:0] SEG1;
output wire [6:0] SEG2;
output wire [6:0] SEG3;
output wire [6:0] SEG4;
output wire [6:0] SEG5;
wire [3:0] SYNTHESIZED_WIRE_0;
wire [3:0] SYNTHESIZED_WIRE_1;
wire [3:0] SYNTHESIZED_WIRE_2;
wire [3:0] SYNTHESIZED_WIRE_3;
wire [3:0] SYNTHESIZED_WIRE_4;
wire [3:0] SYNTHESIZED_WIRE_5;
wire [3:0] DIG0_hours, DIG1_hours, DIG2_hours, DIG3_hours, DIG4_hours, DIG5_hours;
wire [3:0] DIG0_min, DIG1_min, DIG2_min, DIG3_min, DIG4_min, DIG5_min;
Counter_sync_hours b2v_inst_hours(
    .clk(clk),
    .res(res && !sel),
    .inc(inc),
    .inc2(inc2),
    .DIG0(DIG0_hours),
    .DIG1(DIG1_hours),
    .DIG2(DIG2_hours),
    .DIG3(DIG3_hours),
    .DIG4(DIG4_hours),
    .DIG5(DIG5_hours)
);
Counter_sync_cron b2v_inst_min (
    .clk(clk_100Hz),
    .res(res && sel),
    .inc(inc),
    .inc2(inc2),
    .sel(sel),
    .DIG0(DIG0_min),
    .DIG1(DIG1_min),
    .DIG2(DIG2_min),
    .DIG3(DIG3_min),
    .DIG4(DIG4_min),
    .DIG5(DIG5_min)
);
assign SYNTHESIZED_WIRE_0 = sel ? DIG0_min : DIG0_hours;
assign SYNTHESIZED_WIRE_1 = sel ? DIG1_min : DIG1_hours;
assign SYNTHESIZED_WIRE_2 = sel ? DIG2_min : DIG2_hours;
assign SYNTHESIZED_WIRE_3 = sel ? DIG3_min : DIG3_hours;
assign SYNTHESIZED_WIRE_4 = sel ? DIG4_min : DIG4_hours;
assign SYNTHESIZED_WIRE_5 = sel ? DIG5_min : DIG5_hours;
SEG7_LUT b2v_inst1(
    .clk(clk_100Hz),
    .iDIG(SYNTHESIZED_WIRE_0),
    .oSEG(SEG0)
);
SEG7_LUT b2v_inst2(
    .clk(clk_100Hz),
    .iDIG(SYNTHESIZED_WIRE_1),
    .oSEG(SEG1)
);
SEG7_LUT b2v_inst3(
    .clk(clk_100Hz),
    .iDIG(SYNTHESIZED_WIRE_2),
    .oSEG(SEG2)
);
SEG7_LUT b2v_inst4(
    .clk(clk_100Hz),
    .iDIG(SYNTHESIZED_WIRE_3),
    .oSEG(SEG3)
);
SEG7_LUT b2v_inst5(
    .clk(clk_100Hz),
    .iDIG(SYNTHESIZED_WIRE_4),
    .oSEG(SEG4)
);
SEG7_LUT2 b2v_inst6(
    .clk(clk_100Hz),
    .iDIG(SYNTHESIZED_WIRE_5),
    .oSEG(SEG5)
);
endmodule
module Counter_sync_cron(
    clk,             
    res,             
	 inc,
	 inc2,
	 sel,
    DIG0, DIG1,      
    DIG2, DIG3,      
    DIG4, DIG5       
);
input wire clk;             
input wire res;             
input wire inc;             
input wire inc2;             
input wire sel;
output wire [3:0] DIG0;     
output wire [3:0] DIG1;     
output wire [3:0] DIG2;     
output wire [3:0] DIG3;     
output wire [3:0] DIG4;     
output wire [3:0] DIG5;     
wire SYNTHESIZED_WIRE_1;
wire SYNTHESIZED_WIRE_2;
wire SYNTHESIZED_WIRE_3;
wire SYNTHESIZED_WIRE_4;
wire SYNTHESIZED_WIRE_5;
wire reset_hours;
reg enable_counter = 1'b1;
assign reset_hours = (DIG5 == 6 && DIG4 == 0);
always @(*) begin
    if (res)
        enable_counter = 1'b1;   
		   else if (inc)
        enable_counter = 1'b0;   
    else if (inc2)
        enable_counter = 1'b1;   
end
Modular_counter_sync b2v_inst0 (
    .clk(clk),
    .enable(sel && enable_counter), 
    .reset(res),
    .carry(SYNTHESIZED_WIRE_1), 
    .count(DIG0)
);
defparam b2v_inst0.MODULE = 9;  
Modular_counter_sync b2v_inst1 (
    .clk(clk), 
    .enable(SYNTHESIZED_WIRE_1), 
    .reset(res), 
    .carry(SYNTHESIZED_WIRE_2), 
    .count(DIG1)
);
defparam b2v_inst1.MODULE = 5;  
Modular_counter_sync b2v_inst2 (
    .clk(clk), 
    .enable(SYNTHESIZED_WIRE_2), 
    .reset(res), 
    .carry(SYNTHESIZED_WIRE_3), 
    .count(DIG2)
);
defparam b2v_inst2.MODULE = 9;  
Modular_counter_sync b2v_inst3 (
    .clk(clk), 
    .enable(SYNTHESIZED_WIRE_3), 
    .reset(res), 
    .carry(SYNTHESIZED_WIRE_4), 
    .count(DIG3)
);
defparam b2v_inst3.MODULE = 5;  
Modular_counter_sync b2v_inst4 (
    .clk(clk), 
    .enable(SYNTHESIZED_WIRE_4), 
    .reset(res | reset_hours),  
    .carry(SYNTHESIZED_WIRE_5), 
    .count(DIG4)
);
defparam b2v_inst4.MODULE = 9;  
Modular_counter_sync b2v_inst5 (
    .clk(clk), 
    .enable(SYNTHESIZED_WIRE_5), 
    .reset(res | reset_hours),  
    .count(DIG5)
);
defparam b2v_inst5.MODULE = 5;  
endmodule
module Counter_sync_hours(
    clk,             
    res,             
	 inc,
	 inc2,
    DIG0, DIG1,      
    DIG2, DIG3,      
    DIG4, DIG5       
);
input wire clk;             
input wire res;             
input wire inc;             
input wire inc2;             
output wire [3:0] DIG0;     
output wire [3:0] DIG1;     
output wire [3:0] DIG2;     
output wire [3:0] DIG3;     
output wire [3:0] DIG4;     
output wire [3:0] DIG5;     
wire SYNTHESIZED_WIRE_1;
wire SYNTHESIZED_WIRE_2;
wire SYNTHESIZED_WIRE_3;
wire SYNTHESIZED_WIRE_4;
wire SYNTHESIZED_WIRE_5;
wire reset_hours;
reg enable_counter = 1'b1;
assign reset_hours = (DIG5 == 1 && DIG4 == 3);
always @(*) begin
    if (res)
        enable_counter = 1'b1;   
end
Modular_counter_sync b2v_inst0 (
    .clk(clk),
    .enable(enable_counter), 
    .reset(res),
    .carry(SYNTHESIZED_WIRE_1), 
    .count(DIG0)
);
defparam b2v_inst0.MODULE = 9;  
Modular_counter_sync b2v_inst1 (
    .clk(clk), 
    .enable(SYNTHESIZED_WIRE_1), 
    .reset(res), 
    .carry(SYNTHESIZED_WIRE_2), 
    .count(DIG1)
);
defparam b2v_inst1.MODULE = 5;  
Modular_counter_sync b2v_inst2 (
    .clk(clk), 
    .enable(SYNTHESIZED_WIRE_2), 
    .reset(res), 
	 .increment2(inc2),
    .carry(SYNTHESIZED_WIRE_3), 
    .count(DIG2)
);
defparam b2v_inst2.MODULE = 9;  
Modular_counter_sync b2v_inst3 (
    .clk(clk), 
    .enable(SYNTHESIZED_WIRE_3), 
    .reset(res), 
    .carry(SYNTHESIZED_WIRE_4), 
    .count(DIG3)
);
defparam b2v_inst3.MODULE = 5;  
Modular_counter_sync b2v_inst4 (
    .clk(clk), 
    .enable(SYNTHESIZED_WIRE_4), 
    .reset(res | reset_hours),  
	 .increment(inc),
    .carry(SYNTHESIZED_WIRE_5), 
    .count(DIG4)
);
defparam b2v_inst4.MODULE = 9;  
Modular_counter_sync b2v_inst5 (
    .clk(clk), 
    .enable(SYNTHESIZED_WIRE_5), 
    .reset(res | reset_hours),  
    .count(DIG5)
);
defparam b2v_inst5.MODULE = 1;  
endmodule
module DE1_SOC(
	input CLOCK2_50,
	input CLOCK3_50,
	input CLOCK4_50,
	input CLOCK_50,
	output [6:0] HEX0,
	output [6:0] HEX1,
	output [6:0] HEX2,
	output [6:0] HEX3,
	output [6:0] HEX4,
	output [6:0] HEX5,
	input [3:0] KEY,
	output [9:0] LEDR,
	input [9:0] SW,
	inout [35:0] GPIO1GPIO
);
	wire [31:0] valori;        
	wire slow_clk;             
	wire slow_cron;             
	wire reset = ~KEY[0];       
	wire increment = ~KEY[1];       
	wire increment2 = ~KEY[2];       
	wire selector = SW[0];
	binary_counter divisore(
		.clk(CLOCK_50),
		.count(valori)
	);
	assign slow_clk = valori[25];  
	assign slow_cron = valori[19];  
	assign LEDR[0] = slow_clk;     
   assign LEDR[1] = slow_cron;     
	Counter_and_Visual contatore_visual(
		.clk(slow_clk),
		.clk_100Hz(slow_cron),
		.res(reset),
		.inc(increment),
		.inc2(increment2),
		.sel(selector),
		.SEG0(HEX0),
		.SEG1(HEX1),
		.SEG2(HEX2),
		.SEG3(HEX3),
		.SEG4(HEX4),
		.SEG5(HEX5)
	);
endmodule
module binary_counter
#(parameter WIDTH=32)
(
	input clk,
	output reg [WIDTH-1:0] count
);
	always @ (posedge clk)
	begin
		count <= count + 1;
	end
endmodule
module Modular_counter_sync
#(parameter MODULE=9)
(
    input clk, enable, reset, increment, increment2,   
    output reg [3:0] count,
    output carry
);
    always @ (posedge clk or posedge reset )
    begin
        if (reset)
            count <= 4'b0000;   
        else if (increment)
				begin
					if (count == MODULE) 
						count <= 4'b0000;   
					else 
                  count <= count + 4'b0001;  
				end
		  else if (increment2) 
				begin
					if (count == MODULE) 
                  count <= 4'b0000;   
					else 
                  count <= count + 4'b0001;  
				end
        else 
        begin
            if (enable == 1'b1)
                if (count == MODULE) 
                    count <= 4'b0000;   
                else 
                    count <= count + 4'b0001;   
        end
    end
    assign carry = (count == MODULE) & (enable | increment | increment2);
endmodule
module SEG7_LUT (
	input [3:0] iDIG,
	input clk,
	output reg [6:0] oSEG
);
always @(posedge clk)
	case(iDIG)
		4'h1: oSEG = 7'b1111001;  
		4'h2: oSEG = 7'b0100100;  
		4'h3: oSEG = 7'b0110000;  
		4'h4: oSEG = 7'b0011001;  
		4'h5: oSEG = 7'b0010010;  
		4'h6: oSEG = 7'b0000010;  
		4'h7: oSEG = 7'b1111000;  
		4'h8: oSEG = 7'b0000000;  
		4'h9: oSEG = 7'b0011000;  
		4'ha: oSEG = 7'b0001000;
		4'hb: oSEG = 7'b0000011;
		4'hc: oSEG = 7'b1000110;
		4'hd: oSEG = 7'b0100001;
		4'he: oSEG = 7'b0000110;
		4'hf: oSEG = 7'b0001110;
		4'h0: oSEG = 7'b1000000;
	endcase
endmodule
module SEG7_LUT2 (
	input [3:0] iDIG,
	input clk,
	output reg [6:0] oSEG
);
always @(posedge clk)
	case(iDIG)
		4'h1: oSEG = 7'b1111001;  
		4'h2: oSEG = 7'b0100100;  
		4'h3: oSEG = 7'b0110000;  
		4'h4: oSEG = 7'b0011001;  
		4'h5: oSEG = 7'b0010010;  
		4'h6: oSEG = 7'b0000010;  
		4'h7: oSEG = 7'b1111000;  
		4'h8: oSEG = 7'b0000000;  
		4'h9: oSEG = 7'b0011000;  
		4'ha: oSEG = 7'b0001000;
		4'hb: oSEG = 7'b0000011;
		4'hc: oSEG = 7'b1000110;
		4'hd: oSEG = 7'b0100001;
		4'he: oSEG = 7'b0000110;
		4'hf: oSEG = 7'b0001110;
		4'h0: oSEG = 7'b1111111;
	endcase
endmodule
==> run.sh <==
#!/bin/bash
# OpenROAD 26Q1-2900-gdf79404cd8, Yosys 0.63+post, stock flow scripts
make -C /OpenROAD-flow-scripts/flow DESIGN_CONFIG=/design/flow/config.mk WORK_HOME=/design/flow/orfs finish
==> config.mk <==
export PLATFORM = sky130hd
export DESIGN_NAME = DE1_SOC
export DESIGN_NICKNAME = DE1_SOC
export VERILOG_FILES = /design/flow/design.v
export SDC_FILE = /design/flow/constraint.sdc
export NUM_CORES = 4
export LEC_CHECK = 1
export CORE_UTILIZATION = 30
==> constraint.sdc <==
current_design DE1_SOC

set clk_period 3.6
set clk_io_pct 0.2

create_clock -name clk0 -period $clk_period [get_ports {CLOCK_50}]

set non_clock_inputs [all_inputs -no_clocks]
set_input_delay [expr $clk_period * $clk_io_pct] -clock clk0 $non_clock_inputs
set_output_delay [expr $clk_period * $clk_io_pct] -clock clk0 [all_outputs]
==> results_slide.txt <==
Flow Results at a Glance

Critical path
  • FF-to-FF Start: divisore.count[19]
  • Startpoint types: register
  • CP endpoint kind: primary output
  • CP arrival: roughly 1.1 ns
  • Worst setup startpoint: divisore.count[25]
  • CP Buf/Inv Count: 1
  • Setup CP Type: reg -> out
  • CP delay by family, top: buffers and inverters
  • Crit path required time: approximately 2.9 ns
  • Crit-path max FO: 2
  • Peak per-stage delay on the critical path: roughly 0.49 ns
  • Reg2reg path depth: 5
  • Worst reg2reg setup slack: 1.87 ns
  • CP max stage cell: clkdlybuf4s50_1
  • CP cell instances: clkdlybuf4s50_1
  • R2R Path End: divisore.count[25]
  • Critical path depth: 1
  • Setup crit end: LEDR[0]

Yosys
  • Synthesized area divided by synthesized cell count: 10.2 sq um
  • Synth warn: ~48
  • Most common reg cell: dfxtp_1
  • Count of cell types in the netlist: about 57
  • Top cells by area: dfxtp_1 24%, dfrtp_1 21%, ha_1 6.6%
  • Yosys top cell area share: 23.9%
  • Syn Inst Count: roughly 560
  • Ys async rst share: between 40 and 50%
  • Area leader, netlist: dfxtp_1
  • Yosys reg bits: roughly 120
  • Seq share, synth: roughly 45%
  • Number of synthesized flops with an enable pin: 0
  • Ys cells: 562
  • Post-synthesis instance area: 5710 sq um
  • Area reported by Yosys stat: between 5000 and 6000 sq um

Global route
  • First-pass GRT wire length: 15700 um
  • Initial antenna violation count: 0
  • Gr usage total: a little under a tenth
  • Vias in the first global route: 3374
  • Pin count of the biggest net entering global routing: slightly below 70
  • Remaining Overflow, GRT: 0

Drt
  • ANT cells: 0
  • Via Count: between 3000 and 4000
  • 1st-iter DRT viols: between 100 and 150
  • DR pass1 iterations: 4
  • Drt drc: 0
  • Vias per cell: 4.57
  • WL/cell: about 11 um
  • Antenna viol nets, final: 0
  • Post-Route WL: ~9100 um

Clock network
  • CTS Hold Bufs: 0
  • CTS clk-pin slew, worst paths: ~0.06 ns
  • H-tree levels: 1
  • Root Driver: clkbuf_16
  • # Post-CTS Setup Buffers: 0
  • CTS tree: done
  • CTS Buf Count: 3
  • Clock Tree Buf Depth: 2
  • Insertion delay at the late pin of the worst-skew pair: 0.26 ns
  • Post-CTS Resized: 0

Layout
  • Final cell count without fillers: around 840
  • Final core occ: 34.6%
  • Top cells excl fill/tap: 67 x dfxtp_1, 60 x nand2_1, 48 x dfrtp_1
  • Flop area: between 2000 and 3000 sq um
  • Layout cells sized above 1: under 10%
  • Fill cells: about 1800
  • Gate Area: about 2900 sq um
  • Final instance area: 6470 sq um
  • Layout area overhead: 13.4%
  • Commonest non-fill, non-tap cell in the layout: dfxtp_1

Hold path
  • HP Class: reg -> reg
  • Hold Crit Start: divisore.count[0]

Timing
  • Setup-failing EPs final: 0
  • Final number of hold-violating endpoints: 0
  • Tcrit/Tclk final: around half
  • RSZ-0062 raised after global routing: no
  • Final Max-Slew Violation Tally: 0
  • Crit path time final: approximately 1.8 ns
  • Final setup margin: 1.79 ns
  • Register pins left without a clock: around 90
  • Fmax: ~550 MHz
  • Hold_ws: 0.396 ns
  • Endpoints left unconstrained: ~170
  • Max-slew headroom: a little over two fifths
  • Setup_tns: 0 ns
  • Final Skew: ~0.003 ns
  • Worst-Margin Slew: ~0.82 ns

Floorplan
  • Core area: between 15000 and 20000 sq um
  • # rows: 50
  • Fp util: between 30% and 40%
  • Total die size: a little under 20000 sq um
  • Die X-Extent: between 100 and 150 um
  • Die height: 140 um
  • IO Count: ~110

Outcome
  • Status: finished clean

Job
  • OpenROAD warning count: 97
  • Maximum capacitance violations: 0

Pwr
  • Tot Pwr: between 0.6 and 0.7 mW
  • Max VDD drop: about 0.16 mV
  • Leak: around 2.6 nW
  • Power Density: 96.3 nW/um^2

Place
  • Cell Area, Placed: 6380 sq um
  • Final GP Congestion: 0.802
  • Post-DP HPWL: roughly 6800 um
  • Placed cell count: between 800 and 900
  • Pre-CTS WS: approximately 1.8 ns
  • # port buffers: ~48
## sequential cells by signal, indices dropped and copies added (netlist names)
register	cells
contatore_visual.b2v_inst_hours.b2v_inst5.count	4
contatore_visual.b2v_inst2.oSEG	7
contatore_visual.b2v_inst_min.b2v_inst0.count	4
contatore_visual.b2v_inst_hours.b2v_inst1.count	4
contatore_visual.b2v_inst1.oSEG	7
contatore_visual.b2v_inst5.oSEG	7
contatore_visual.b2v_inst3.oSEG	7
contatore_visual.b2v_inst_min.b2v_inst2.count	4
contatore_visual.b2v_inst_min.b2v_inst5.count	4
contatore_visual.b2v_inst_hours.b2v_inst2.count	4
contatore_visual.b2v_inst_hours.b2v_inst3.count	4
contatore_visual.b2v_inst_min.b2v_inst4.count	4
divisore.count	26
contatore_visual.b2v_inst_hours.b2v_inst0.count	4
contatore_visual.b2v_inst_min.b2v_inst3.count	4
contatore_visual.b2v_inst_hours.b2v_inst4.count	4
contatore_visual.b2v_inst_min.b2v_inst1.count	4
contatore_visual.b2v_inst6.oSEG	7
contatore_visual.b2v_inst4.oSEG	7
## cells by family after synthesis
kind of cell	count (synthesis)	synth area share [%]
and+or+nand+nor	152	13.3
AOI/OAI and AO/OA	118	13.8
DFF	116	44.9
buffers and inverters	61	5.50
muxes	45	9.87
xor gates and xnor gates	39	5.99
adders and majority gates	30	6.58
other	1	0.0657
## area by class of cell
cell class / count / share of cell area (%)
Tap cell: 234 / 4.52
Timing Repair Buffer: 52 / 7.81
Sequential cell: 116 / 39.6
Multi-Input combinational cell: 392 / 44.1
Clock buffer: 4 / 1.37
Inverter: 44 / 2.55
## Yosys cell counts (5+ instances only)
| cell type | number |
|---|---|
| a211oi_1 | 13 |
| o21ai_1 | 13 |
| xnor2_1 | 29 |
| mux2_2 | 11 |
| nand3_1 | 20 |
| mux2i_2 | 7 |
| xor2_1 | 10 |
| mux2_4 | 7 |
| a22o_1 | 12 |
| dfxtp_1 | 68 |
| nand2_1 | 60 |
| inv_1 | 41 |
| buf_4 | 12 |
| a32o_1 | 6 |
| mux2i_1 | 17 |
| ha_1 | 30 |
| a21oi_1 | 18 |
| o22ai_1 | 5 |
| o31ai_1 | 7 |
| and3_1 | 5 |
| nand4_1 | 7 |
| o21ai_0 | 22 |
| dfrtp_1 | 48 |
| nand2b_1 | 5 |
| nor2_1 | 30 |
## power by group
part           switching, mW  internal, mW  total (mW)
Combinational         0.0418        0.0281      0.0699
Sequential                 0         0.288       0.288
Clock                 0.0956         0.170       0.265
Total                  0.137         0.486       0.623
## worst min path at each step
stage                       end  slack, ns  cells past startpoint
CTS           divisore.count[0]       0.40                      1
global route  divisore.count[0]       0.42                      1
finish        divisore.count[0]       0.40                      1
## layer usage
| layer | global-route usage, % | wire length [um] | vias up |
|---|---|---|---|
| met5 | 0 | 0 | - |
| met4 | 0.347 | 22 | 0 |
| met3 | 1.15 | 249 | 2 |
| met2 | 15.6 | 4000 | 50 |
| met1 | 14.7 | 4800 | 1741 |
| li1 | - | - | 2051 |
No activity file was given, so power comes from the tool's default toggle rates.
