### design/flow/config.mk
export PLATFORM = sky130hd
export DESIGN_NAME = ClockDividerSimple
export DESIGN_NICKNAME = ClockDividerSimple
export VERILOG_FILES = /design/flow/design.v
export SDC_FILE = /design/flow/constraint.sdc
export NUM_CORES = 4
export LEC_CHECK = 1
export CORE_UTILIZATION = 30
### design/flow/constraint.sdc
current_design ClockDividerSimple

set clk_period 7.0
set clk_io_pct 0.2

create_clock -name clk0 -period $clk_period [get_ports {clk}]

set non_clock_inputs [all_inputs -no_clocks]
set_input_delay [expr $clk_period * $clk_io_pct] -clock clk0 $non_clock_inputs
set_output_delay [expr $clk_period * $clk_io_pct] -clock clk0 [all_outputs]
### design/flow/design.v
module ClockDividerSimple(
    input wire clk,        
    input wire reset,      
    output reg clk_out     
);
    parameter DIVISOR = 10000;  
    reg [31:0] count;  
    always @(posedge clk or posedge reset) begin
        if (reset) begin
            count <= 0;
            clk_out <= 0;
        end else if (count == (DIVISOR - 1)) begin
            count <= 0;
            clk_out <= ~clk_out;  
        end else begin
            count <= count + 1;
        end
    end
endmodule
### design/flow/run.sh
#!/bin/bash
# OpenROAD 26Q1-2900-gdf79404cd8, Yosys 0.63+post, stock flow scripts
make -C /OpenROAD-flow-scripts/flow DESIGN_CONFIG=/design/flow/config.mk WORK_HOME=/design/flow/orfs finish
==> impl_metrics.toml <==
# yosys + openroad results
[run_status]
status = "complete, no violations"

[clock_network]
cts_sinks = 33
cts_made_buffers = 5
cts_setup_buffers = 0
clkLatencyLatePin_ns = 0.28
cts_tree = "yes"
cts-resized-gates = 0
root_buffer = "clkbuf_8"
h-tree-depth = 2
ctsHoldBuffers = 0
clkTransAtPathRegs_ns = 0.06
clk_path_buf_depth = 2

[run]
maxCapViolCount = 0
warning_count = 25

[drt]
wire_per_inst_um = 12.9
avgViaCountPerCell = 4.92
drc_errors = 0
drtIter0Drc = 92
vias = 1116
wl_um = 2940
drt_first_pass_iters = 4
antenna_cells = 0
ant_nets = 0

[final_timing]
relSlewSlack = 0.606
tightest_slew_ns = 0.587
maxClockFrequency_mhz = 401
hold_ws_ns = 0.461
setup_violations = 0
rsz0062_at_grt = "no"
hold_violations = 0
slew_violations = 0
setup_tns_ns = 0
min_period_ns = 2.49
post-route-period-util = 0.356
skew_ns = 0.00376

[logic_synthesis]
ys_cells = 150
syn_area_mm2 = 0.00170
synthDistinctLibCells = 31
postSynthSeqShare = 0.486
ys_seq_elements = 33
syn_inst = 150
yosysWarnings = 1
ys_chip_area_mm2 = 0.00170
syn_avg_cell_area_um2 = 11.3

[critical_path]
critical_path.max_stage_delay_ns = 0.46
critPathMaxFanout = 2
crit_buf_inv = 1
cp.arrival_ns = 1.09
end_kind = "output pin"
cp.required_ns = 5.60
crit_family = "buffers and inverters"
start_kind = "flip-flop"
critical_path_class = "flip-flop to output pin"
crit_chain = "clkdlybuf4s50_1"
critPathSlowestCell = "clkdlybuf4s50_1"

[grt]
grt.total_usage = 0.113
gr-total-overflow = 0
grt_pass1_wl_um = 5350
grt_pass1_vias = 1080
antenna_found_initial = 0
grt_max_degree = 34

[die]
die_x_um = 77.2
coreArea_mm2 = 0.00547
initCoreUtil = 0.310
die_y_um = 77.2
pin_count = 3
rows = 27
die-area_mm2 = 0.00596

[layout]
drive_gt1_frac = 0.142
area_growth_pct = 9.06
seq_area_um2 = 826
nFillCells = 569
mi_logic_area_um2 = 807

[power]
p_leak_nw = 0.925
p_per_area_mw_per_mm2 = 179
ir_worst_vdd_mv = 0.0647

[worst_hold_path]
hold_class = "flip-flop to flip-flop"

[place]
dp.final_hpwl_um = 1920
gp_congestion = 0.785
placement.io_buffers = 2
## placed cells by master (no fill, tap or decap), types with 2 or more instances in the layout
master	count
nor2_1	8
o21ai_0	2
nor4_4	3
and2_1	2
dfrtp_1	33
and3_1	4
or3_1	2
nor4_2	4
and4_1	2
clkdlybuf4s50_1	2
clkbuf_8	5
inv_1	5
nand2_1	8
nand4_1	6
xor2_1	20
xnor2_1	9
nand3_1	9
nand4_2	3
clkinv_2	2
nor3_1	7
nor4_1	7
## worst register-to-register path, stage by stage, from the launching register on
cell and delay [ns]:
dfrtp_1 0.49, nor4b_1 0.37, nand4_1 0.18, nor3_2 0.53, xor2_1 0.13
## power by group
part	leakage, nW	switching, mW	internal [mW]
registers	0.451	0	0.191
logic	0.428	0.00364	0.000894
clock network	0.0450	0.0682	0.0688
## through the flow
stage | instance area [µm²] | setup WS, ns | util | cells | total power, mW
final | 1850 | 4.51 | 0.338 | 227 | 0.332
after global routing | 1850 | 4.47 | 0.338 | 227 | 0.350
after CTS | 1850 | 4.49 | 0.338 | 227 | 0.338
after detailed placement | 1770 | 4.80 | 0.323 | 219 | 0.199
after global placement | 1770 | 4.81 | 0.323 | 219 | 0.199
after floorplan | 1700 | 4.88 | - | 150 | 0.197
## worst paths after layout
path | from | to | slack (ns) | cells past startpoint
min | count[0]$_DFF_PP0_ | count[0]$_DFF_PP0_ | 0.46 | 1
max in group asynchronous | reset | count[5]$_DFF_PP0_ | 5.19 | 3
max | clk_out$_DFFE_PP0N_ | clk_out | 4.51 | 1
min in group asynchronous | reset | count[14]$_DFF_PP0_ | 1.51 | 3
max reg2reg | count[6]$_DFF_PP0_ | clk_out$_DFFE_PP0N_ | 5.16 | 4
min reg2reg | count[0]$_DFF_PP0_ | count[0]$_DFF_PP0_ | 0.46 | 1
## layer usage
metal / vias to the layer above / track usage / part of all wire
met5: - / 0 / 0
met4: 0 / 0.0151 / 0.012
met3: 5 / 0.0266 / 0.039
met2: 23 / 0.153 / 0.43
met1: 547 / 0.189 / 0.52
li1: 541 / - / -
## flip-flops by register name, indices dropped and copies added, names as in the netlist
name / cells
count: 32
clk_out: 1
## final cells by class
cell class	instances	share of cell area
tap	72	0.0486
clock buffer	6	0.0392
timing repair buffer	3	0.0149
clock inverter	2	0.00541
multi-input combinational	106	0.436
sequential	33	0.446
inverter	5	0.0101
## cells in the mapped netlist, drive strengths merged
library cell / instances / area share
dfrtp: 33 / 0.49
xor2: 20 / 0.10
nor4: 14 / 0.093
nand4: 10 / 0.057
nand3: 9 / 0.027
xnor2: 9 / 0.046
nand2: 8 / 0.018
nor2: 8 / 0.018
nor3: 8 / 0.027
inv: 5 / 0.011
and3: 4 / 0.015
and4: 4 / 0.023
buf: 4 / 0.023
and2: 2 / 0.0074
clkbuf: 2 / 0.0044
o21ai: 2 / 0.0059
or3: 2 / 0.0074
a21oi: 1 / 0.0029
and4b: 1 / 0.0059
ha: 1 / 0.0074
nor2b: 1 / 0.0037
nor4b: 1 / 0.0052
o21bai: 1 / 0.0044
## kinds of logic after synthesis
| logic type | Yosys count | share of synthesized area |
|---|---|---|
| AND-OR/OR-AND | 4 | 0.0133 |
| XOR/XNOR | 29 | 0.150 |
| adder cells (fa/ha/maj) | 1 | 0.00737 |
| buffers and inverters | 11 | 0.0383 |
| flip-flops | 33 | 0.486 |
| AND/OR/NAND/NOR | 72 | 0.305 |
Power and IR drop assume default switching activity.
